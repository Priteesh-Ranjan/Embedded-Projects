`design.v`:
```
module filterfir(
    input clk,       
    input rst,       
    input [7:0] x,   
    output reg [9:0] dataout   
);
    wire [7:0] d1, d2, d3;
    wire [7:0] m1, m2, m3, m4, m5;
    wire [7:0] d11, d12, d13, d14;
    parameter h0 = 3'b101;
    parameter h1 = 3'b100;
    parameter h2 = 3'b011;
    parameter h3 = 3'b010;
    parameter h4 = 3'b001;
    assign m1 = x >> h0;   
    dff u2(clk, rst, x, d11);   
    assign m2 = d11 >> h1;   
    assign d1 = m1 + m2;   
    dff u4(clk, rst, d11, d12);   
    assign m3 = d12 >> h2;   
    assign d2 = d1 + m3;   
    dff u6(clk, rst, d12, d13);   
    assign m4 = d13 >> h3;   
    assign d3 = d2 + m4;   
    dff u8(clk, rst, d13, d14);   
    assign m5 = d14 >> h4;   
    always @* begin
        dataout = d3 + m5;   
    end
endmodule
module dff(
    input clk,      
    input rst,      
    input [7:0] d,  
    output reg [7:0] q  
);
    always @(posedge clk) begin
        if (rst == 1) begin
            q <= 8'h00;   
        end
        else begin
            q <= d;   
        end
    end
endmodule
```
`run.sh`:
```
#!/bin/bash
# OpenROAD 26Q1-2900-gdf79404cd8, Yosys 0.63+post, stock flow scripts
make -C /OpenROAD-flow-scripts/flow DESIGN_CONFIG=/design/flow/config.mk WORK_HOME=/design/flow/orfs finish
```
`config.mk`:
```
export PLATFORM = sky130hd
export DESIGN_NAME = filterfir
export DESIGN_NICKNAME = filterfir
export VERILOG_FILES = /design/flow/design.v
export SDC_FILE = /design/flow/constraint.sdc
export NUM_CORES = 4
export LEC_CHECK = 1
export CORE_AREA = 10 10 100 100
export DIE_AREA = 0 0 110 110
```
`constraint.sdc`:
```
current_design filterfir

set clk_period 6.0
set clk_io_pct 0.2

create_clock -name clk0 -period $clk_period [get_ports {clk}]

set non_clock_inputs [all_inputs -no_clocks]
set_input_delay [expr $clk_period * $clk_io_pct] -clock clk0 $non_clock_inputs
set_output_delay [expr $clk_period * $clk_io_pct] -clock clk0 [all_outputs]
```
==> impl_metrics.toml <==
# flow metrics
[cts]
root_buffer = "clkbuf_8"
cts.path.max_buffers = 2
clkSinkCount = 28
cts_buffers = 3
insertion_delay_ps = 270
clk_pin_slew_ps = 90
htreeDepth = 1
cts_tree = "built"

[worst_hold_path]
whs_path_depth = 1
hold_path_class = "register to register"
hold_start = "u2.q[1]"
whs_endpoint = "u4.q[1]"

[drt]
dr.pass1.iters = 3
vias = 875
vias_per_cell = 3.31
ant_nets = 0
wire_per_inst_um = 7.87
wl_um = 2080
drc = 0
antenna_cells = 0
drt_iter0_drc = 23

[sta]
hold_violations = 0
finalMaxSlewViolations = 0
timing.final.ws_setup_ps = 178
setup-violations-final = 0
fmax_ghz = 0.172
rsz0062_at_grt = "false"
fin_hold_ws_ps = 443
fin_crit_ps = 5820
finalCritPeriodShare_pct = 97.0
clock_skew_ps = 5.15

[placed_design]
place_congestion = 0.743
numPortBuffers = 16
placedCellCount = 259
hpwlAfterDp_um = 1760
place_ws_ps = -370

[synthesis]
ys_types = 30
synthArstFlopShare_pct = 0
yosys_cells = 139
synth_area_per_cell_sq_um = 10.3
synth_area_sq_mm = 0.00143
synthFlopType = "dfxtp_1"
yosys_warnings = 2
postSynthCellCount = 139
ys_ff = 28
yosys-stat-area_sq_mm = 0.00143
ys_seq_share_pct = 39.2
synth-edff-count = 0

[power]
power.density_mw_per_mm2 = 233
leakagePower_nw = 0.841
ir_drop_mv = 0.124
p_total_w = 0.000429

[final_layout]
final_cell_count_no_fill = 264
drive_gt1_share_pct = 13.6
layout_top_cells = "dfxtp_1, inv_1, nor2b_1"
post-route-util_pct = 23.6
synthToLayoutAreaGrowth_pct = 28.9
layout.cells.most_common = "dfxtp_1"

[die]
fp_util_pct = 18.3
rows = 32
die_h_um = 110
chipWidth_um = 110
coreArea_sq_mm = 0.00781
dieArea_sq_mm = 0.0121
io-pin-count = 20

[critical_path]
path_cells = "clkdlybuf4s50_1, fa_1, inv_1, fa_1, fa_1, inv_1, ha_2, fa_2, a211oi_4, nor3_2, or3b_1, clkdlybuf4s15_1"
r2r_cells = 2
rrSetupSlack_ps = 5430
r2r-end = "u8.q[4]"
cp.required_ps = 4800
r2r_start = "u6.q[4]"
path_class = "input pin to output port"
cp_slowest_stage_delay_ps = 490
crit_top_cell = "fa_1"
end_kind = "output port"
path_max_fanout = 2
cp-start-kind = "input pin"
worstPathArrival_ps = 4620
crit_slowest_cell = "fa_1"

[global_routing]
grt_max_degree = 29
grt_overflow = 0
busiest_layer = "met1"
met2_usage_pct = 4.78
grt_first_pass_wirelength_um = 3570
grt_pass1_vias = 847
grt_use_met3_pct = 0.823
use_met1_pct = 5.73
grt_use_total_pct = 3.55
antenna_found_initial = 0

[outcome]
status = "completed"

[job]
warnings = 27
drv_cap = 0
routing by layer:
metal | routed length [um] | vias up
met1 | 1240 | 386
met5 | 0 | -
met3 | 59 | 0
met4 | 0 | 0
met2 | 781 | 16
li1 | - | 473
Yosys cell counts (2+ instances only):
cell      number  area share [%]
nor2_1        10             2.6
buf_4          2             1.1
fa_1          12              17
a21oi_1        2            0.70
o21ai_0        2            0.70
inv_1         27             7.1
ha_1          14              12
nor3b_1        2             1.1
nor2b_1       18             7.9
a211oi_1       2             1.1
xnor2_1        2             1.2
dfxtp_1       28              39
critical path: cells and delay by family:
kind	cells	cell delay, ps
and+or+nand+nor	2	420
buffers and inverters	4	760
AOI/OAI and AO/OA	1	270
adders and majority gates	5	1970
how the worst max path moves through the flow:
stage,startpoint,endpoint,slack [ps],depth (start not counted)
4_1_cts,x[7],dataout[7],-0.2,13
5_1_grt,x[7],dataout[7],3,14
6_report,x[5],dataout[7],180,12
kinds of logic after synthesis:
group	count (synthesis)	synth area share (%)
AND/OR/NAND/NOR	37	15.0
buffers and inverters	32	9.02
flip-flops	28	39.2
adder cells (fa/ha/maj)	26	29.1
AND-OR/OR-AND	12	5.60
XOR/XNOR	3	1.84
other	1	0.262
metrics by stage:
stage | TNS [ps] | area, sq um
floorplan | 0 | 1430
global placement | -948 | 1740
detailed placement | -967 | 1740
CTS | -0.184 | 1820
global route | 0 | 1840
finish | 0 | 1840
timing repair:
action,CTS,global route
hold buffers,0,0
endpoints found under the setup margin,4,4
pin swaps,3,7
resized,7,10
setup buffers,0,1
flip-flops by register name, summed over array words and instances, names as in the netlist:
name	count
u2.q	7
u4.q	7
u6.q	7
u8.q	7
power breakdown:
| part | internal (W) | leakage, nW | switching, W | total (W) |
|---|---|---|---|---|
| combinational | 0.0000526 | 0.576 | 0.0000396 | 0.0000922 |
| clock | 0.0000892 | 0.0357 | 0.0000531 | 0.000142 |
| sequential | 0.000192 | 0.229 | 0.00000203 | 0.000194 |
cell type report:
cell class	instances	area (sq um)
Tap cell	102	128
Timing Repair Buffer	23	208
Clock buffer	3	41.3
Inverter	27	101
Multi-Input combinational cell	80	773
Clock inverter	1	30.0
Fill cell	831	5970
Sequential cell	28	561
No activity file was given, so power comes from the tool's default toggle rates.
